--- flow/run.sh ---
#!/bin/bash
# OpenROAD 26Q1-2900-gdf79404cd8, Yosys 0.63+post, stock flow scripts
make -C /OpenROAD-flow-scripts/flow DESIGN_CONFIG=/design/flow/config.mk WORK_HOME=/design/flow/orfs finish
--- flow/design.v ---
`timescale 1ns / 1ps
module pong(clk, vga_h_sync, vga_v_sync, vga_R, vga_G, vga_B, quadA, quadB);
input clk;
output vga_h_sync, vga_v_sync, vga_R, vga_G, vga_B;
input quadA, quadB;
wire inDisplayArea;
wire [9:0] CounterX;
wire [8:0] CounterY;
hvsync_generator syncgen(.clk(clk), .vga_h_sync(vga_h_sync), .vga_v_sync(vga_v_sync), 
  .inDisplayArea(inDisplayArea), .CounterX(CounterX), .CounterY(CounterY));
reg [8:0] PaddlePosition;
reg [2:0] quadAr, quadBr;
always @(posedge clk) quadAr <= {quadAr[1:0], quadA};
always @(posedge clk) quadBr <= {quadBr[1:0], quadB};
always @(posedge clk)
if(quadAr[2] ^ quadAr[1] ^ quadBr[2] ^ quadBr[1])
begin
	if(quadAr[2] ^ quadBr[1])
	begin
		if(~&PaddlePosition)         
			PaddlePosition <= PaddlePosition + 1;
	end
	else
	begin
		if(|PaddlePosition)         
			PaddlePosition <= PaddlePosition - 1;
	end
end
reg [9:0] ballX;
reg [8:0] ballY;
reg ball_inX, ball_inY;
always @(posedge clk)
if(ball_inX==0) ball_inX <= (CounterX==ballX) & ball_inY; else ball_inX <= !(CounterX==ballX+16);
always @(posedge clk)
if(ball_inY==0) ball_inY <= (CounterY==ballY); else ball_inY <= !(CounterY==ballY+16);
wire ball = ball_inX & ball_inY;
wire border = (CounterX[9:3]==0) || (CounterX[9:3]==79) || (CounterY[8:3]==0) || (CounterY[8:3]==59);
wire paddle = (CounterX>=PaddlePosition+8) && (CounterX<=PaddlePosition+120) && (CounterY[8:4]==27);
wire BouncingObject = border | paddle;  
reg ResetCollision;
always @(posedge clk) ResetCollision <= (CounterY==500) & (CounterX==0);   
reg CollisionX1, CollisionX2, CollisionY1, CollisionY2;
always @(posedge clk) if(ResetCollision) CollisionX1<=0; else if(BouncingObject & (CounterX==ballX   ) & (CounterY==ballY+ 8)) CollisionX1<=1;
always @(posedge clk) if(ResetCollision) CollisionX2<=0; else if(BouncingObject & (CounterX==ballX+16) & (CounterY==ballY+ 8)) CollisionX2<=1;
always @(posedge clk) if(ResetCollision) CollisionY1<=0; else if(BouncingObject & (CounterX==ballX+ 8) & (CounterY==ballY   )) CollisionY1<=1;
always @(posedge clk) if(ResetCollision) CollisionY2<=0; else if(BouncingObject & (CounterX==ballX+ 8) & (CounterY==ballY+16)) CollisionY2<=1;
wire UpdateBallPosition = ResetCollision;   
reg ball_dirX, ball_dirY;
always @(posedge clk)
if(UpdateBallPosition)
begin
	if(~(CollisionX1 & CollisionX2))         
	begin
		ballX <= ballX + (ball_dirX ? -1 : 1);
		if(CollisionX2) ball_dirX <= 1; else if(CollisionX1) ball_dirX <= 0;
	end
	if(~(CollisionY1 & CollisionY2))         
	begin
		ballY <= ballY + (ball_dirY ? -1 : 1);
		if(CollisionY2) ball_dirY <= 1; else if(CollisionY1) ball_dirY <= 0;
	end
end 
wire R = BouncingObject | ball | (CounterX[3] ^ CounterY[3]);
wire G = BouncingObject | ball;
wire B = BouncingObject | ball;
reg vga_R, vga_G, vga_B;
always @(posedge clk)
begin
	vga_R <= R & inDisplayArea;
	vga_G <= G & inDisplayArea;
	vga_B <= B & inDisplayArea;
end
endmodule
`timescale 1ns / 1ps
module hvsync_generator(clk, vga_h_sync, vga_v_sync, inDisplayArea, CounterX, CounterY);
input clk;
output vga_h_sync, vga_v_sync;
output inDisplayArea;
output [9:0] CounterX;
output [8:0] CounterY;
reg [9:0] CounterX;
reg [8:0] CounterY;
wire CounterXmaxed = (CounterX==10'h2FF);
always @(posedge clk)
if(CounterXmaxed)
	CounterX <= 0;
else
	CounterX <= CounterX + 1;
always @(posedge clk)
if(CounterXmaxed) CounterY <= CounterY + 1;
reg	vga_HS, vga_VS;
always @(posedge clk)
begin
	vga_HS <= (CounterX[9:4]==6'h2D);  
	vga_VS <= (CounterY==500);  
end
reg inDisplayArea;
always @(posedge clk)
if(inDisplayArea==0)
	inDisplayArea <= (CounterXmaxed) && (CounterY<480);
else
	inDisplayArea <= !(CounterX==639);
assign vga_h_sync = ~vga_HS;
assign vga_v_sync = ~vga_VS;
endmodule
--- flow/config.mk ---
export PLATFORM = sky130hd
export DESIGN_NAME = pong
export DESIGN_NICKNAME = pong
export VERILOG_FILES = /design/flow/design.v
export SDC_FILE = /design/flow/constraint.sdc
export NUM_CORES = 4
export LEC_CHECK = 1
export CORE_UTILIZATION = 40
--- flow/constraint.sdc ---
current_design pong

set clk_period 4.4
set clk_io_pct 0.2

create_clock -name clk0 -period $clk_period [get_ports {clk}]

set non_clock_inputs [all_inputs -no_clocks]
set_input_delay [expr $clk_period * $clk_io_pct] -clock clk0 $non_clock_inputs
set_output_delay [expr $clk_period * $clk_io_pct] -clock clk0 [all_outputs]
==> flow_summary_export.csv <==
group,metric,value,unit
outcome,outcome,"finished, final reports clean",
global_routing,antenna_found_initial,0,
cts,postCtsSetupBuffers,0,
detailed_routing,antenna_cells,0,
pwr,power.share.combinational,0.237,
pwr,power_leakage,2.27,nW
detailed_routing,drt_pass1_iterations,4,
pwr,seqPwrFrac,0.400,
cts,clk_path_buf_depth,2,
pwr,power_per_cell_area,381,nW/µm²
synth,postSynthAreaPerCell,9.83,µm²
sta,fin_crit,2.75,ns
sta,max_freq,364,MHz
cts,clock-sinks,67,
cells_and_area,drive_gt1_frac,0.0668,
sta,worst_pin_slew,0.870,ns
global_routing,grt_pass1_vias,3287,
synth,synthCells,486,
synth,ys_chip_area,4780,µm²
detailed_routing,routedWlPerCell,13.6,µm
pwr,power_switching,584,µW
detailed_routing,postRouteAntennaNets,0,
cts,cts_hold_buf,0,
cts,cts_tree,"built",
pwr,p_int,1.42,mW
synth,yosysWarnings,2,
critical_path,start_kind,"flop",
place,dpl_cell_area,4950,µm²
cells_and_area,area_growth,9.85,%
min_path,hp-class,"reg -> reg",
cts,cts_root_buf,"clkbuf_16",
cts,htreeDepth,3,
global_routing,track_usage,0.156,
cells_and_area,fin_area,5250,µm²
sta,finalCritPeriodShare,0.625,
pwr,pwr-share-clk,0.363,
cells_and_area,fin_util,0.456,
global_routing,grt-ovfl-total,0,
critical_path,worstSetupEndpointType,"flop",
critical_path,path_max_fanout,7,
sta,worst_slack,1.65,ns
place,place_inst,621,
sta,rsz0062_at_grt,"no",
synth,ys_ff,67,
job,tool_warnings,28,
detailed_routing,drc,0,
critical_path,ff2ff_setup_slack,1.65,ns
global_routing,grt_first_pass_wirelength,15500,µm
sta,fin_skew,0.00776,ns
critical_path,critical_path_arrival,3.00,ns
place,port_buffers,7,
synth,synth_seq_share,0.362,
detailed_routing,drt_iter0_drc,130,
cells_and_area,finalNonFillerCells,637,
detailed_routing,via_per_inst,5.27,
place,gp_congestion,0.878,
synth,ys_cells,486,
die,chipArea,12400,µm²
die,floorplan.core_util,0.415,
cts,cts_buffers,9,
synth,async_reset_ff_frac,0,
pwr,ir_worst_vdd,0.334,mV
place,hpwl,6440,µm
synth,edf_count,39,
critical_path,cp.required,4.65,ns
place,dp_slack,1.63,ns
detailed_routing,vias,3357,
sta,max_slew_margin,0.405,
sta,final-max-slew-violation-count,0,
synth,synth-main-ff-cell,"edfxtp_1",
synth,synth_area,4780,µm²
die,num_io_pins,8,
detailed_routing,routed_wirelength,8640,µm
cts,cts-resized-gates,0,
cts,cts.clk_slew.worst_paths,0.06,ns
die,die_w,111,µm
synth,ys_types,68,
die,num_rows,39,
cts,clkLatencyLatePin,0.33,ns
critical_path,path_class,"reg -> reg",
job,max-cap-violations,0,
sta,final_hold_viol_count,0,
sta,tns,0,ns
die,fp.dieH,111,µm
global_routing,grt_start_max_net_pins,15,
pwr,switching_share,0.292,
sta,finalSetupViolCount,0,
die,core,11500,µm²
-- cells in the mapped netlist, types with 6 or more instances --
cell	instances	share of area
a21oi_1	14	0.015
clkbuf_1	10	0.0079
dfxtp_1	28	0.12
edfxtp_1	39	0.25
ha_1	50	0.13
inv_1	37	0.029
mux2i_1	6	0.013
nand2_1	25	0.020
nand2b_1	7	0.0092
nand3_1	18	0.019
nand4_1	7	0.0092
nor2_1	25	0.020
nor2b_1	11	0.014
nor3_1	13	0.014
o21ai_0	12	0.013
xnor2_1	50	0.092
xor2_1	24	0.044
-- cell type report --
cell class | instances | area, µm²
fill | 1067 | 6270
multi-input combinational | 363 | 2800
sequential | 67 | 1730
clock buffer | 10 | 239
tap | 143 | 179
inverter | 38 | 143
timing repair buffer | 10 | 92.6
clock inverter | 6 | 60.1
-- kinds of logic after synthesis --
logic type | count (synthesis) | synth area share
flip-flops | 67 | 0.362
multiplexers | 8 | 0.0173
buffers and inverters | 56 | 0.0508
adder cells (fa/ha/maj) | 53 | 0.143
XOR/XNOR | 74 | 0.136
AND-OR/OR-AND | 81 | 0.120
AND/OR/NAND/NOR | 147 | 0.170
-- cells in the final DEF, fill, tap and decap left out, drive strengths merged, types with 4 or more instances in the layout --
master,count
nand2,25
ha,50
clkbuf,10
nand4,7
dfxtp,28
nor3,13
o21ai,15
a21boi,5
nor4,4
a211oi,4
or3,5
or4,4
nand3,18
and2,6
a21oi,14
edfxtp,39
nand2b,7
mux2i,6
nor2,25
a21o,5
clkdlybuf4s50,7
xnor2,50
nor2b,11
and3,5
inv,42
xor2,24
o31ai,5
-- through the flow --
| stage | power [mW] | hold slack [ns] |
|---|---|---|
| 5_1_grt | 2.13 | 0.331 |
| 3_5_place_dp | 1.29 | 0.315 |
| 4_1_cts | 2.02 | 0.327 |
| 6_report | 2.00 | 0.325 |
| 3_3_place_gp | 1.27 | 0.313 |
| 2_1_floorplan | 1.19 | 0.310 |
-- critical path: stages, from the launching register on --
cell and delay, ns:
edfxtp_1 0.48, inv_1 0.12, ha_1 0.18, nand2_1 0.08, xnor2_1 0.13, ha_1 0.30
a211oi_1 0.24, nor2_1 0.07, a2111oi_0 0.34, o21ai_0 0.14, a22o_2 0.33, o32ai_2 0.25
-- power groups by stage --
stage | registers [mW] | clock network, mW | logic (mW)
4_1_cts | 0.800 | 0.742 | 0.478
5_1_grt | 0.813 | 0.770 | 0.548
6_report | 0.800 | 0.727 | 0.474
-- worst paths after layout --
path,startpoint,endpoint,cells after the start
hold / removal,quadBr[0]$_DFF_P_,quadBr[1]$_DFF_P_,0
setup reg to reg,PaddlePosition[3]$_DFFE_PP_,CollisionX2$_SDFFE_PP0P_,11
hold reg to reg,quadBr[0]$_DFF_P_,quadBr[1]$_DFF_P_,0
setup / recovery,PaddlePosition[3]$_DFFE_PP_,CollisionX2$_SDFFE_PP0P_,11
-- routing by layer --
| metal | GRT usage | part of all wire |
|---|---|---|
| met5 | 0 | 0 |
| met4 | 0.0162 | 0.012 |
| met3 | 0.0251 | 0.022 |
| met2 | 0.241 | 0.45 |
| met1 | 0.248 | 0.52 |
-- flip-flops by register name (all words and copies together), names as in the netlist, 3 cells and up --
signal,count
quadAr,3
ballY,9
ballX,10
syncgen.CounterX,10
PaddlePosition,9
syncgen.CounterY,9
quadBr,3
Power and IR drop assume default switching activity.
